<file path="/design/flow/run.sh">
#!/bin/bash
# OpenROAD 26Q1-2900-gdf79404cd8, Yosys 0.63+post, stock flow scripts
make -C /OpenROAD-flow-scripts/flow DESIGN_CONFIG=/design/flow/config.mk WORK_HOME=/design/flow/orfs finish
</file>
<file path="/design/flow/config.mk">
export PLATFORM = sky130hd
export DESIGN_NAME = GCD_Machine
export DESIGN_NICKNAME = GCD_Machine
export VERILOG_FILES = /design/flow/design.v
export SDC_FILE = /design/flow/constraint.sdc
export NUM_CORES = 4
export LEC_CHECK = 1
export CORE_UTILIZATION = 40
</file>
<file path="/design/flow/constraint.sdc">
current_design GCD_Machine

set clk_period 3.6
set clk_io_pct 0.2

create_clock -name clk0 -period $clk_period [get_ports {clk}]

set non_clock_inputs [all_inputs -no_clocks]
set_input_delay [expr $clk_period * $clk_io_pct] -clock clk0 $non_clock_inputs
set_output_delay [expr $clk_period * $clk_io_pct] -clock clk0 [all_outputs]
</file>
<file path="/design/flow/design.v">
`timescale 1ns/1ps
module datapath (clk, rst, in1, in2, a_sel, b_sel, a_ld, b_ld, a_gt_b, a_eq_b, a_lt_b,  output_en, out);
input clk, rst;
input [15:0] in1, in2; 
input a_ld, b_ld, a_sel, b_sel;
output a_gt_b, a_lt_b, a_eq_b; 
output [15:0] out;
input output_en;
wire [15:0] tain, tbin, taout, tbout, t1, t2;
subtractor s1 (taout, tbout, t1);
subtractor s2 (tbout, taout, t2);
mux2to1 m1(tain, a_sel, t1, in1);
mux2to1 m2(tbin, b_sel, t2, in2);
register r1(clk, rst, tain, a_ld,taout);
register r2(clk, rst, tbin, b_ld,tbout);
magnitudeCompare c1(taout, tbout, a_gt_b, a_eq_b, a_lt_b);
register rout(clk, rst, taout, output_en ,out);
endmodule
`timescale 1ns/1ps
module GCD_Machine(clk, rst, go, in1, in2, out, done);
input clk, rst, go; 
input [15:0] in1, in2;
output [15:0] out;
output done;
wire a_gt_b, a_eq_b,a_lt_b;
wire a_ld, a_sel, b_ld, b_sel;
wire output_en;
controller c1(clk, rst, go, a_gt_b, a_eq_b, a_lt_b, a_ld, b_ld, a_sel, b_sel , output_en, done);
datapath d1(clk, rst, in1, in2, a_sel, b_sel, a_ld, b_ld, a_gt_b, a_eq_b, a_lt_b,  output_en, out);
endmodule
`timescale 1ns/1ps
module controller (clk, rst, go, a_gt_b, a_eq_b, a_lt_b, a_ld, b_ld, a_sel, b_sel , output_en, done);
input clk, rst, go;
input a_gt_b, a_lt_b, a_eq_b;
output reg a_sel, b_sel, a_ld, b_ld, done, output_en;
reg [2:0] cstate, nstate;
parameter S0 = 3'b000;
parameter S1 = 3'b001;
parameter S2 = 3'b010;
parameter S3 = 3'b011;
parameter S4 = 3'b100;
parameter S5 = 3'b101;
parameter S6 = 3'b110;
parameter S7 = 3'b111;
always@(posedge clk)
begin
if(rst == 1)
cstate <= S0;
else
cstate <= nstate;
end
always@(go or a_gt_b or a_lt_b or a_eq_b or cstate )
begin
case(cstate)
S0:
	begin
		if(go == 0)
			nstate <= S0;
		else
			nstate <= S1;
	end
S1: nstate <= S2;
S2: nstate <= S3;
S3: begin
	if(a_gt_b == 1) nstate <= S4;
	else if(a_lt_b == 1) nstate <= S5;
	else nstate <= S7;
    end
S4: nstate <= S6;
S5: nstate <= S6;
S6: nstate <= S3;
S7: nstate <= S0;
default: nstate <= S0;
endcase 
end
always@(go or a_gt_b or a_lt_b or a_eq_b or cstate)
begin
case(cstate)
S0:
	begin
		a_sel <= 0; b_sel <= 0; a_ld <=0; b_ld <= 0; done <= 1; output_en <= 0;
	end
S1:
	begin
		a_sel <= 1; b_sel <= 1; a_ld <=1; b_ld <= 1; done <= 0; output_en <= 0;
	end
S2:
	begin
		a_sel <= 0; b_sel <= 0; a_ld <=0; b_ld <= 0; done <= 0; output_en <= 0;
	end
S3:
	begin
		a_sel <= 0; b_sel <= 0; a_ld <=0; b_ld <= 0; done <= 0; output_en <= 0;
	end
S4:
	begin
		a_sel <= 0; b_sel <= 0; a_ld <=1; b_ld <= 0; done <= 0; output_en <= 0;
	end
S5:
	begin
		a_sel <= 0; b_sel <= 0; a_ld <=0; b_ld <= 1; done <= 0; output_en <= 0;
	end
S6:
	begin
		a_sel <= 0; b_sel <= 0; a_ld <=0; b_ld <= 0; done <= 0; output_en <= 0;
	end
S7:
	begin
		a_sel <= 0; b_sel <= 0; a_ld <=0; b_ld <= 0; done <= 1; output_en <= 1;
	end
default:
	begin
		a_sel <= 0; b_sel <= 0; a_ld <=0; b_ld <= 0; done <= 0; output_en <= 0;
	end
endcase
end
endmodule
`timescale 1ns/1ps
module magnitudeCompare(in1, in2, greaterThen, equal, lessThen);
input [15:0] in1, in2;
output equal, lessThen, greaterThen;
assign lessThen = in1<in2?1:0;
assign greaterThen = in1>in2?1:0;
assign equal = in1==in2?1:0;
endmodule
`timescale 1ns/1ps
module mux2to1(out, sel, i1, i2);
input [15:0] i1,i2; 
input sel;
output [15:0] out;
assign out = (sel==0)?i1:i2;
endmodule
`timescale 1ns/1ps
module register(clk, rst, data_in, load,data_out);
input [15:0] data_in;
input rst, clk, load;
output reg [15:0] data_out;
always@(posedge clk)
begin
if(rst==1)
data_out<=0;
else if(load==1)
data_out<=data_in;
end
endmodule
`timescale 1ns/1ps
module subtractor(X, Y, Difference);
input [15:0] X, Y;
output reg [15:0]Difference;
always@(X or Y)
begin
Difference <= X-Y;
end
endmodule
</file>
==> summary.txt <==
run results: status=complete, no violations, max cap viols=0, Routed wire per std cell=14.9 um, Crit-path slowest cell=o31ai_1, root buf cell=clkbuf_8, clk buf depth=2, Iter 0 DRT Violations=104, worst r2r src=d1.r1.data_out[7]$_SDFFE_PP0P_, ant diodes=0, Slew @ Worst Pin=0.649 ns, die height=99.3 um, gate count of the mapped netlist=486, beginning of the worst hold path=d1.rout.data_out[5]$_SDFFE_PP0P_, count of tool warnings=40, cycle use final=76.8%, DRC errors left=0, max_slew headroom=56.4%, peak supply drop=0.426 mV, Mapped Avg Cell Area=7.80 um2, die area=0.00986 mm2, Max Clock Freq=362 MHz, Hold Path Stages=2, gr usage total=20.4%, worst path required time=3.83 ns, initial antenna violation count=0, dominant register cell=dfxtp_1, final setup TNS=0 ns, Slew Viols, Final=0, RSZ-0062 raised after global routing=no, Seq share, synth=29.6%, LEAKAGE=1.74 nW, r2r worst-path depth=8, Reg-to-Reg End=d1.r2.data_out[11]$_SDFFE_PP0P_, Distinct cells, synth=56, num rows=35, worst setup margin=0.835 ns, Initial Utilization=41.2%, endpoints failing setup=0, port bufs=51, area of the core=0.00920 mm2, num ports=52, Startpoint Class=flop, worst stage delay on the critical path=0.60 ns, post-CTS setup buffer count=0, Post-synth ARST share=0%, TritonCTS Sinks=56, crit path time final=2.76 ns, share of layout cells above drive strength 1=4.61%, P&R area growth vs syn=17.2%, worst path arrival time=2.99 ns, type of the worst min-delay path=flop to flop, Setup WS pre-CTS=0.924 ns, Clock Latency Late Sink=0.31 ns, first-pass GRT wire length=15.9 mm, critical path, cell by cell=inv_1 -> ha_1 -> inv_2 -> o31ai_1 -> o2111ai_2 -> nand3_1 -> or3b_1 -> a311oi_1, die extent in x=99.3 um, WHS=0.499 ns, yosys cell count=486, r2r setup slk=0.84 ns, largest net degree at the start of global routing=33, remaining global-route overflow=0, CP endpoint kind=flop, Ys Warns=3, post-CTS sizing=0, TritonCTS buffer count=5, Post-DP HPWL=6.93 mm, Reg clk slew, reported paths=0.10 ns, Final GP Congestion=0.902, PD cells=1110 mW/mm2, Max Clock Skew=0.00622 ns, final WL=9.45 mm, critical path type=flop to flop, Registers, synthesis=56, Hold Path End=d1.rout.data_out[5]$_SDFFE_PP0P_, Post-CTS Hold Buffers=0, vias per cell=5.36, H-tree depth=2, count of library flops with an enable pin=0, crit path max fanout=11, vias in the first global route=3226, routed vias=3385, CTS tree=built, Yosys chip area=0.00379 mm2, Mapped Area=0.00379 mm2, DR pass1 iterations=4, count of final hold-check violations=0, Antenna Violating Nets Remaining=0
## layout make-up
type | instances | area, um2
flip-flops and latches | 56 | 1120
multi-input cells | 357 | 2380
well taps | 111 | 139
fillers | 912 | 4760
inverters | 44 | 165
clock buffers | 6 | 82.6
clock inverters | 2 | 10.0
repair buffers | 56 | 543
## metal layers
metal / wire length (um) / up-vias / global-route usage, %
met5: 0 / - / 0
met4: 176 / 0 / 3.17
met3: 382 / 9 / 2.29
met2: 3920 / 82 / 29.8
met1: 4970 / 1542 / 33.6
li1: - / 1752 / -
## cell usage after synthesis, types with 3 or more instances
| library cell | n | area [um2] |
|---|---|---|
| nor3_1 | 10 | 50.1 |
| nand3_1 | 12 | 60.1 |
| mux2i_1 | 17 | 170 |
| a31oi_1 | 5 | 31.3 |
| a211oi_1 | 9 | 67.6 |
| xnor2_1 | 17 | 149 |
| o22ai_1 | 5 | 31.3 |
| nand2b_1 | 9 | 56.3 |
| dfxtp_1 | 56 | 1120 |
| clkbuf_1 | 18 | 67.6 |
| xor2_1 | 3 | 26.3 |
| a21o_1 | 9 | 67.6 |
| a311oi_1 | 13 | 114 |
| a21oi_1 | 36 | 180 |
| o21ai_1 | 4 | 20.0 |
| o21ai_0 | 17 | 85.1 |
| buf_1 | 5 | 18.8 |
| nor2_1 | 62 | 233 |
| and2_1 | 3 | 18.8 |
| o211ai_1 | 3 | 22.5 |
| or3_1 | 3 | 18.8 |
| inv_1 | 43 | 161 |
| o31ai_1 | 6 | 45.0 |
| nand2_1 | 38 | 143 |
| o21bai_1 | 4 | 30.0 |
| nor2b_1 | 9 | 56.3 |
| ha_1 | 31 | 388 |
| nand4_1 | 4 | 25.0 |
| buf_4 | 3 | 22.5 |
## cell families after synthesis
family / after synthesis / share of synthesized area [%]
buffers and inverters: 73 / 7.63
AND-OR/OR-AND: 126 / 22.7
AND/OR/NAND/NOR: 161 / 19.7
XOR/XNOR: 20 / 4.62
adder cells (fa/ha/maj): 33 / 11.3
flip-flops: 56 / 29.6
multiplexers: 17 / 4.49
## how the worst max path moves through the flow
stage	startpoint	to	slack (ns)
after CTS	d1.r1.data_out[7]$_SDFFE_PP0P_	d1.r2.data_out[11]$_SDFFE_PP0P_	0.89
after global routing	d1.r1.data_out[7]$_SDFFE_PP0P_	d1.r2.data_out[11]$_SDFFE_PP0P_	0.60
final	d1.r1.data_out[7]$_SDFFE_PP0P_	d1.r2.data_out[11]$_SDFFE_PP0P_	0.84
## sequential cells by signal, summed over array words and instances, names as in the netlist
register,cells
a_ld,1
done,1
d1.m2.sel,1
c1.output_en,1
d1.r2.data_out,16
d1.rout.data_out,16
b_ld,1
c1.cstate,3
d1.r1.data_out,16
## cell usage in the layout (no fill, tap or decap), drive strengths merged, types with 2 or more instances in the layout
master	Yosys	layout
nand2b	9	9
o31ai	6	6
mux2i	17	17
nand2	39	39
clkdlybuf4s50	0	50
o21ai	22	22
a21o	9	9
nand4	4	4
buf	10	6
o22ai	5	5
o31a	2	2
a21oi	36	36
a311oi	13	13
o211ai	3	3
nor2b	9	9
dfxtp	56	56
a211oi	9	9
xnor2	17	17
a221oi	2	2
nor3b	2	2
nand3	12	12
nor3	10	10
and3	2	2
o21a	2	2
ha	31	31
xor2	3	3
or3	3	3
o21bai	4	4
nor2	62	62
clkinv	0	2
inv	44	44
and2	3	3
a31oi	5	5
clkbuf	19	6
fa	2	2
## report_power, final
part           internal (W)  switching, W
combinational       0.00149       0.00209
sequential         0.000806      0.000173
clock              0.000155      0.000216
total               0.00245       0.00248
## metrics by stage
| step | cell area [um2] | total power [W] | cells | utilization [%] |
|---|---|---|---|---|
| detailed placement | 4350 | 0.00454 | 624 | 47.3 |
| CTS | 4440 | 0.00494 | 632 | 48.3 |
| global route | 4440 | 0.00542 | 632 | 48.3 |
| floorplan | 3790 | 0.00378 | 486 | - |
| global placement | 4350 | 0.00455 | 624 | 47.3 |
| finish | 4440 | 0.00493 | 632 | 48.3 |
## worst max-delay path: cells and delay by family (launching register included)
kind            cells  cell delay, ns
fa+ha+maj           1            0.53
flops               1            0.41
simple gates        2            0.48
buf+inv             2            0.16
compound gates      3            1.10
Power and IR drop assume default switching activity.
