==> flow/design.v <==
`timescale 1ns / 1ps
module counter(clk,rst,updown,count);
input clk, rst, updown;
output reg [3:0] count;
always@(posedge clk or negedge rst)
begin
if(!rst)
count <= 0;
else begin
if(updown)begin  
    if(count==4'd15)
        count <= 0;
    else
        count <= count+1;
end
else begin  
    if(count == 0)
        count <= 4'd15;
    else
        count <= count-1;end
end
end
endmodule
==> flow/run.sh <==
#!/bin/bash
# OpenROAD 26Q1-2900-gdf79404cd8, Yosys 0.63+post, stock flow scripts
make -C /OpenROAD-flow-scripts/flow DESIGN_CONFIG=/design/flow/config.mk WORK_HOME=/design/flow/orfs finish
==> flow/config.mk <==
export PLATFORM = sky130hd
export DESIGN_NAME = counter
export DESIGN_NICKNAME = counter
export VERILOG_FILES = /design/flow/design.v
export SDC_FILE = /design/flow/constraint.sdc
export NUM_CORES = 4
export LEC_CHECK = 1
export CORE_AREA = 10 10 70 70
export DIE_AREA = 0 0 80 80
==> flow/constraint.sdc <==
current_design counter

set clk_period 2.3
set clk_io_pct 0.2

create_clock -name clk0 -period $clk_period [get_ports {clk}]

set non_clock_inputs [all_inputs -no_clocks]
set_input_delay [expr $clk_period * $clk_io_pct] -clock clk0 $non_clock_inputs
set_output_delay [expr $clk_period * $clk_io_pct] -clock clk0 [all_outputs]
==> impl_metrics.py <==
# Metrics from the implementation run
metrics = {
    "status": {
        "outcome": "complete, no violations",
    },
    "finish": {
        "regMostFlops": "count",
        "drive_gt1_share_pct": 13.33,
        "largest_reg_flops": 4,
        "syn_to_final_growth_pct": 64.37,
        "top_regs": "count: 4 flops",
    },
    "global_routing": {
        "grt_use_met3_pct": 2.273,
        "grt_antenna_before_repair": 0,
        "grt_max_degree": 8,
        "grt_use_met1_pct": 2.468,
        "grt-ovfl-total": 0,
        "grt_use_met2_pct": 1.525,
        "grt_pass1_vias": 190,
        "grt_busiest_layer": "met1",
        "grt_pass1_wl_microns": 848,
        "grt.total_usage_pct": 1.762,
    },
    "clocking": {
        "post_cts_resized": 0,
        "htreeDepth": 1,
        "clk_path_buf_depth": 2,
        "cts_num_sinks": 4,
        "numCtsBuffers": 3,
        "clock_latency_ns": 0.23,
        "cts_setup_buffers": 0,
        "clock-root-buffer": "clkbuf_4",
        "cts_tree": "yes",
        "hold_buffers": 0,
        "clk_pin_slew_worst_paths_ns": 0.04,
    },
    "die": {
        "io_pins": 7,
        "coreArea_sq_um": 3416,
        "num_rows": 21,
        "die_area_sq_um": 6400,
        "die_height_microns": 80,
        "initial_core_util_pct": 6.374,
        "die_w_microns": 80,
    },
    "sta": {
        "fin_ws_ns": 0.6503,
        "finalHoldViolCount": 0,
        "relSlewSlack_pct": 85.22,
        "setup_tns_ns": 0,
        "slew_violations": 0,
        "tightest_slew_ns": 0.2216,
        "fin_skew_ns": 0.002257,
        "clock.fmax_mhz": 606.2,
        "final-setup-viol-count": 0,
        "fin_crit_sh_pct": 71.73,
        "min_period_ns": 1.650,
        "rsz0062_at_grt": "no",
    },
    "routing": {
        "viasPerCell": 2.368,
        "drcViolationCount": 0,
        "drt_iter0_markers": 2,
        "firstDrtPassIters": 2,
        "wl_per_cell_microns": 6.553,
        "via_count": 180,
        "wirelength_microns": 498,
        "antenna_left": 0,
        "insertedDiodeCount": 0,
    },
    "placed_design": {
        "dp_hpwl_microns": 385,
        "place_congestion": 0.7710,
        "pre_cts_ws_ns": 0.8331,
        "io_buffers": 6,
    },
    "critical_path": {
        "arrival_ns": 1.19,
        "critPathSlowestCell": "clkdlybuf4s50_1",
        "path_buffers": 1,
        "start_kind": "flip-flop",
        "crit_path_cell_trace": "clkdlybuf4s50_1",
        "crit_family": "buffers and inverters",
        "crit_type": "flip-flop to primary output",
        "crit_required_ns": 1.84,
        "cp-end-kind": "primary output",
        "crit_fanout": 7,
        "cpPeakStageDelay_ns": 0.51,
    },
    "synthesis": {
        "ys_ff": 4,
        "synth_area_sq_um": 217.7,
        "ys_seq_share_pct": 45.98,
        "yosysCellCount": 21,
        "postSynthAreaPerCell_sq_um": 10.37,
        "ys_chip_area_sq_um": 217.7,
        "ys_types": 14,
        "yosys_warnings": 1,
        "syn_inst": 21,
    },
    "power": {
        "pwr_density_cell_nw_per_um2": 1003,
        "cellLeakagePower_uw": 0.0001349,
        "vdd_ir_drop_max_uv": 399.2,
    },
    "run": {
        "maxCapViolations": 0,
        "warnings": 26,
    },
    "min_path": {
        "hp-class": "primary input to asynchronous set/reset pin",
    },
}
## final cells by class
type	count	area, sq um
clock buffers	3	22.52
fillers	405	3058
flip-flops and latches	4	100.1
well taps	46	57.56
repair buffers	6	60.06
multi-input cells	13	102.6
inverters	4	15.01
## Yosys cell counts
cell type,instances,area share [%]
inv_2,1,1.7
a221oi_1,1,4.0
or3_1,1,2.9
or4_1,1,3.4
dfrtp_1,4,46
nor2_1,1,1.7
ha_1,2,11
mux2i_1,1,4.6
o21ai_0,1,2.3
a31oi_1,1,2.9
o21bai_1,1,3.4
a21oi_1,1,2.3
inv_1,3,5.2
xnor2_1,2,8.0
## path summary, 6_finish.rpt
| check | from | to | slack, ns | depth (start not counted) |
|---|---|---|---|---|
| setup / recovery | count[0]$_DFF_PN0_ | count[0] | 0.65 | 1 |
| hold / removal | rst | count[3]$_DFF_PN0_ | 0.43 | 1 |
| setup reg to reg | count[0]$_DFF_PN0_ | count[3]$_DFF_PN0_ | 0.98 | 5 |
| hold reg to reg | count[0]$_DFF_PN0_ | count[0]$_DFF_PN0_ | 0.55 | 1 |
| max in group asynchronous | rst | count[0]$_DFF_PN0_ | 1.71 | 1 |
| min in group clk0 | count[0]$_DFF_PN0_ | count[0]$_DFF_PN0_ | 0.55 | 1 |
## report_power, final
group	total [uW]	internal (uW)	switching (uW)
clock network	84.2	58.2	26.1
logic	134	92.8	41.0
registers	141	98.4	42.5
## layout by cell type, fill, tap and decap left out
cell / Yosys / layout
a21oi_1: 1 / 1
a221oi_1: 1 / 1
a31oi_1: 1 / 1
clkbuf_4: 0 / 3
clkdlybuf4s50_1: 0 / 6
dfrtp_1: 4 / 4
ha_1: 2 / 2
inv_1: 3 / 3
inv_2: 1 / 1
mux2i_1: 1 / 1
nor2_1: 1 / 1
o21ai_0: 1 / 1
o21bai_1: 1 / 1
or3_1: 1 / 1
or4_1: 1 / 1
xnor2_1: 2 / 2
## cell families (layout without fill, tap and decap cells)
family	count (synthesis)	count (layout)	share of synthesized area [%]
buffers and inverters	4	13	6.895
xor gates and xnor gates	2	2	8.047
and+or+nand+nor	3	3	8.047
muxes	1	1	4.598
AOI/OAI and AO/OA	5	5	14.94
adders and majority gates	2	2	11.49
DFF	4	4	45.98
## per-stage QoR
stage               total power (uW)  instance area [sq um]  instances  util (%)  hold slack [ns]
global route                   396.3                  357.8         76     10.48           0.4352
detailed placement             274.9                  335.3         73     9.817           0.5419
global placement               274.1                  335.3         73     9.817           0.5396
floorplan                      197.1                  217.7         21         -           0.1644
finish                         358.9                  357.8         76     10.48           0.4281
CTS                            366.0                  357.8         76     10.48           0.4249
## metal layers
metal  wire, microns  share of wire (%)  vias to the layer above
met2             113                 23                       10
met3             100                 20                        0
met1             284                 57                       80
met4               0                  0                        0
met5               0                  0                        -
li1                -                  -                       90
Power and IR drop assume default switching activity.
